File: config.mk
export PLATFORM = sky130hd
export DESIGN_NAME = ddr3_init_sm
export DESIGN_NICKNAME = ddr3_init_sm
export VERILOG_FILES = /design/flow/design.v
export SDC_FILE = /design/flow/constraint.sdc
export NUM_CORES = 4
export LEC_CHECK = 1
export CORE_AREA = 10 10 76 76
export DIE_AREA = 0 0 86 86
File: constraint.sdc
current_design ddr3_init_sm

set clk_period 1.8
set clk_io_pct 0.2

create_clock -name clk0 -period $clk_period [get_ports {clk}]

set non_clock_inputs [all_inputs -no_clocks]
set_input_delay [expr $clk_period * $clk_io_pct] -clock clk0 $non_clock_inputs
set_output_delay [expr $clk_period * $clk_io_pct] -clock clk0 [all_outputs]
File: design.v
module ddr3_init_sm (rst, clk, init_done, init_start);
input wire rst;
input wire clk;
input wire init_done;
output reg init_start;
reg [7:0] init_dly_cnt;
parameter IDLE = 3'b000,
			START_CNT = 3'b001,
			WAITFOR_CNT = 3'b010,
			INIT_DDR = 3'b011,
			INIT_DONE = 3'b100;
reg [2:0] state, next;
	always @(posedge clk or posedge rst)
		if (rst) state <= IDLE;
		else state <= next;
	always @(state or init_done or init_dly_cnt) begin
		next = 'bx;
		case (state)
			IDLE : next = START_CNT;
			START_CNT : next = WAITFOR_CNT;
			WAITFOR_CNT : if (init_dly_cnt == 8'h3c) next = INIT_DDR;
						else next = WAITFOR_CNT;
			INIT_DDR : if (init_done) next = INIT_DONE;
						else next = INIT_DDR;
			INIT_DONE : next = INIT_DONE;
		endcase
	end
	always @(posedge clk or posedge rst)
		if (rst) begin
			init_start <= 1'b0;
		end
		else begin
			init_start <= 1'b0;
		case (next)
			INIT_DDR: init_start <= 1'b1;
		endcase
	end
	always @(posedge clk or posedge rst)
	begin
		if (rst) begin
			init_dly_cnt <= 8'h00;
		end else begin
			init_dly_cnt <= init_dly_cnt + 1;
		end
	end
endmodule
File: run.sh
#!/bin/bash
# OpenROAD 26Q1-2900-gdf79404cd8, Yosys 0.63+post, stock flow scripts
make -C /OpenROAD-flow-scripts/flow DESIGN_CONFIG=/design/flow/config.mk WORK_HOME=/design/flow/orfs finish
==> changes_impl.md <==
### Metrics

- RR Endpoint: init_start$_DFF_PP0_
- Critical path buffers and inverters: 1
- Max Freq: 725 MHz
- Yosys Chip Area: ~560 sq um
- Critical Path, Cell by Cell: clkdlybuf4s50_1
- RSZ-0062 raised after global routing: false
- Adder share: 4.47%
- GR Layer Usage met3: between 1.5 and 2%
- Tool warnings: 26
- Clk latency late pin: around 240 ps
- Max_cap viols: 0
- Post-Synth Simple-Gate Area: 12.5%
- Port Buffer Count: 3
- # setup viols final: 0
- Core area: a little over 4000 sq um
- Synthesized area per cell: around 13 sq um
- Top logic family: simple AND/OR/NAND/NOR gates
- WL/cell: about 8.4 um
- Register bit total from synthesis: 14
- XOR/XNOR Area Share: under 10%
- Synthesized instance count: roughly 44
- Via count: roughly 330
- Crit path time final: ~1400 ps
- WHS Path Cells: 0
- Initial drt markers: 12
- Die width: 86 um
- Cell leakage power: 0.292 nW
- DR DRC count: 0
- Synthesized area: about 560 sq um
- Largest net degree at the start of global routing: 15
- Synth-to-Final Area Change: 26.4%
- Post-synth ARST share: approximately 100%
- Clock skew: around 6.8 ps
- # resized after CTS: 0
- H-tree depth: 1
- Crit Path Category: flop to output port
- Fin Hold WS: 391 ps
- Final setup TNS: 0 ps
- Aoi share: ~6.7%
- Reg clk slew, reported paths: around 60 ps
- Largest delay share family, worst path: buffers and inverters
- Worst Hold End: state[3]$_DFF_PP0_
- Register share after synthesis: between 60% and 70%
- Post-synth EDFFs: 0
- Postcts setup bufs: 0
- Post-DP HPWL: 644 um
- Total wire length: roughly 850 um
- CP startpoint kind: flop
- Vias in the first global route: around 350
- Worst path max stage delay: ~460 ps
- Critical-path top delay cell: clkdlybuf4s50_1
- Clock root cell: clkbuf_8
- Fin crit share: 76.6%
- Status: finished clean
- FP Util: a little over an eighth
- First-pass GRT wire length: between 1500 and 2000 um
- Die height: around 86 um
- Number of cells on the worst reg-to-reg path: 4
- First drt pass iteration count: 4
- Clock buffer depth: 2
- Max VDD drop: about 330 uV
- R2r startpoint: init_dly_cnt[0]$_DFF_PP0_
- Cts-stage hold buffer count: 0
- Initial antenna violation count: 0
- ANT nets after route: 0
- Via density: ~3.2
- GRT overflow: 0
- Clock Sinks: 14
- Slew HR: 66.0%
- P per Cell Area: 901 nW/um^2
- Placer Congestion: 0.777
- Gr usage total: approximately 2.5%
- Most common reg cell: dfrtp_1
- Cell row count: 23
- Final Max Slew Viols: 0
- # IOs: 4
- Crit-path max FO: 1
- Fin. Hold Viols: 0
- Met2 Use GR: roughly 3.7%
- Worst hold path startpoint: state[0]$_DFF_PP1_
- Worst setup EP type: output port
- Mux area share: 0%
- Die area: between 7000 and 8000 sq um
- Ys cells: 44
- Number of unique standard cell types used by synthesis: 19
- Diode count: 0
- Synth warn: 1
- Fill cell count: approximately 440
- Worst Hold Class: flop to flop
- GR Layer Usage met1: between 3 and 4%
- Slew @ Worst Pin: between 500 and 600 ps
- Worst reg2reg setup slack: around 720 ps
- CTS buffer count: 3
- CP arrival: 1020 ps
- WP data required: between 1000 and 1500 ps
- Grt peak-use layer: met2
- Fraction of layout cells with a size suffix above 1: between 15 and 20%
- CTS tree: done
-- layer usage --
| layer | part of all wire, % | vias up | wire length [um] |
|---|---|---|---|
| li1 | - | 159 | - |
| met1 | 45 | 156 | 382 |
| met2 | 44 | 8 | 375 |
| met3 | 9.1 | 2 | 77 |
| met4 | 1.4 | 0 | 12 |
| met5 | 0 | - | 0 |
-- where the power goes --
group,switching [W],leakage (nW),total (W),internal (W)
Sequential,0.00000214,0.171,0.000323,0.000321
Clock,0.000103,0.0288,0.000296,0.000193
Combinational,0.00000947,0.0923,0.0000177,0.00000824
Total,0.000115,0.292,0.000637,0.000523
-- synthesized netlist by cell type, drive strengths merged, types with 2 or more instances --
library cell / instances / area (sq um)
nand3: 4 / 20.0
ha: 2 / 25.0
nand4: 2 / 18.8
xnor2: 5 / 43.8
inv: 5 / 18.8
a21o: 2 / 15.0
dfrtp: 13 / 325
-- registers in the layout (all words and copies together), names as in the netlist --
name / cells
init_dly_cnt: 8
state: 5
init_start: 1
-- cells by family after synthesis --
kind of cell    count (synthesis)
flops                          14
simple gates                   11
xor+xnor                        6
compound gates                  5
buf+inv                         5
fa+ha+maj                       2
other cells                     1
-- area by class of cell --
cell class	instances	area, sq um	share of cell area [%]
Sequential cell	14	352	49.7
Inverter	5	18.8	2.65
Tap cell	50	62.6	8.85
Timing Repair Buffer	3	30.0	4.25
Multi-Input combinational cell	25	189	26.7
Clock buffer	4	55.1	7.79
-- cell usage in the layout (no fill, tap or decap) --
cell type	instances
dfrtp_1	13
inv_1	5
xnor2_1	5
nand3_1	4
clkbuf_8	4
clkdlybuf4s50_1	3
a21o_1	2
ha_1	2
and4_4	1
nand4_1	1
nand2_1	1
and3_2	1
xor2_1	1
nor2_1	1
nand4_2	1
o21ai_0	1
a21oi_1	1
nor3_1	1
a211oi_2	1
dfstp_2	1
conb_1	1
-- per-stage QoR --
stage | total power (W) | setup WS, ps | cells | cell area, sq um | util, %
2_1_floorplan | 0.000337 | 820 | 44 | 559 | -
3_3_place_gp | 0.000346 | 539 | 97 | 652 | 15.8
3_5_place_dp | 0.000348 | 495 | 97 | 652 | 15.8
4_1_cts | 0.000647 | 399 | 101 | 707 | 17.2
5_1_grt | 0.000665 | 372 | 101 | 707 | 17.2
6_report | 0.000637 | 421 | 101 | 707 | 17.2
-- worst max path at each step --
stage | startpoint | to | slack [ps] | cells after the start
4_1_cts | init_start$_DFF_PP0_ | init_start | 400 | 1
5_1_grt | init_start$_DFF_PP0_ | init_start | 370 | 1
6_report | init_start$_DFF_PP0_ | init_start | 420 | 1
Power is estimated from default activity; no workload was simulated.
