===== design.v =====
module ddr3_data_exercise_sm (rst, clk, cmd_rdy, datain_rdy, read_data, read_data_valid, wl_err, cmd_valid, cmd, cmd_burst_cnt, addr, write_data, data_mask);
input wire rst;
input wire clk;
input wire cmd_rdy;
input wire datain_rdy;
input wire [63:0] read_data;
input wire read_data_valid;
input wire wl_err;
output reg cmd_valid;
output reg [3:0] cmd;
output wire [4:0] cmd_burst_cnt;
output reg [25:0] addr;
output reg [63:0] write_data;
output wire [7:0] data_mask;
assign cmd_burst_cnt = 5'b00001;
assign data_mask = 8'b00000000;
parameter NADA = 4'b0000,
			READ = 4'b0001,
			WRITE = 4'b0010,
			READA = 4'b0011,
			WRITEA = 4'b0100,
			PDOWN_ENT = 4'b0101,
			LOAD_MR = 4'b0110,
			SEL_REF_ENT = 4'b1000,
			SEL_REF_EXIT = 4'b1001,
			PDOWN_EXIT = 4'b1011,
			ZQ_LNG = 4'b1100,
			ZQ_SHRT = 4'b1101;
parameter ADDRESS1 = 26'h0001400,
			ADDRESS2 = 26'h0001500;
parameter DATA1_1 = 64'h1AAA2AAA3AAA4AAA,
			DATA1_2 = 64'hE555D555C555B555,
			DATA2_1 = 64'h0123456789ABCDEF,
			DATA2_2 = 64'hFEDCBA9876543210;
parameter S_IDLE = 5'b00000,
			S_PDOWN_ENT = 5'b00001,
			S_PDOWN_EXIT = 5'b00010,
			S_WRITE_ADDR1 = 5'b00011,
			S_WRITE_WAIT1 = 5'b00100,
			S_WRITE_DATA1_1 = 5'b00101,
			S_WRITE_DATA1_2 = 5'b00110,
			S_WRITE_ADDR2 = 5'b00111,
			S_WRITE_WAIT2 = 5'b01000,
			S_WRITE_DATA2_1 = 5'b01001,
			S_WRITE_DATA2_2 = 5'b01010,
			S_READ1 = 5'b01011,
			S_READ2 = 5'b01100,
			S_READ_WAIT1 = 5'b01101,
			S_READ_WAIT2 = 5'b01110,
			S_READ_WAIT3 = 5'b01111,
			S_READ_WAIT4 = 5'b10000,
			S_HALT = 5'b10001;
reg [4:0] state, next;
	always @(posedge clk or posedge rst)
		if (rst) state <= S_IDLE;
		else state <= next;
	always @(state or cmd_rdy or datain_rdy or read_data_valid) begin
		next = 'bx;
		case (state)
			S_IDLE : if (cmd_rdy) next = S_PDOWN_ENT;
						else next = S_IDLE;
			S_PDOWN_ENT : if (cmd_rdy) next = S_PDOWN_EXIT;
						else next = S_PDOWN_ENT;
			S_PDOWN_EXIT : if (cmd_rdy) next = S_WRITE_ADDR1;
						else next = S_PDOWN_EXIT;
			S_WRITE_ADDR1 : if (cmd_rdy) next = S_WRITE_WAIT1;
						else next = S_WRITE_ADDR1;
			S_WRITE_WAIT1 : if (datain_rdy) next = S_WRITE_DATA1_1;
						else next = S_WRITE_WAIT1;
			S_WRITE_DATA1_1 : next = S_WRITE_DATA1_2;
			S_WRITE_DATA1_2 : next = S_WRITE_ADDR2;
			S_WRITE_ADDR2 : if (cmd_rdy) next = S_WRITE_WAIT2;
						else next = S_WRITE_ADDR2;
			S_WRITE_WAIT2 : if (datain_rdy) next = S_WRITE_DATA2_1;
						else next = S_WRITE_WAIT2;
			S_WRITE_DATA2_1 : next = S_WRITE_DATA2_2;
			S_WRITE_DATA2_2 : next = S_READ1;
			S_READ1 : if (cmd_rdy) next = S_READ_WAIT1;
						else next = S_READ1;
			S_READ_WAIT1 : if (read_data_valid) next = S_READ_WAIT2;
						else next = S_READ_WAIT1;
			S_READ_WAIT2 : if (read_data_valid) next = S_READ2;
						else next = S_READ_WAIT2;
			S_READ2 : if (cmd_rdy) next = S_READ_WAIT3;
						else next = S_READ2;
			S_READ_WAIT3 : if (read_data_valid) next = S_READ_WAIT4;
						else next = S_READ_WAIT3;
			S_READ_WAIT4 : if (read_data_valid) next = S_WRITE_ADDR1;
						else next = S_READ_WAIT4;
			S_HALT : next = S_HALT;
		endcase
	end
	always @(posedge clk or posedge rst)
		if (rst) begin
			cmd_valid <= 1'b0;
			cmd <= NADA;
			addr <= 26'h0000000;
			write_data <= 64'h0000000000000000;
		end
		else begin
			cmd_valid <= 1'b0;
			cmd <= NADA;
		case (next)
			S_PDOWN_ENT:
				begin
					cmd_valid <= 1'b1;
					cmd <= PDOWN_ENT;
				end
			S_PDOWN_EXIT:
				begin
					cmd_valid <= 1'b1;
					cmd <= PDOWN_EXIT;
				end
			S_WRITE_ADDR1:
				begin
					cmd_valid <= 1'b1;
					cmd <= WRITE;
					addr <= ADDRESS1;
				end
			S_WRITE_DATA1_1:
				begin
					write_data <= DATA1_1;
				end
			S_WRITE_DATA1_2:
				begin
					write_data <= DATA1_2;
				end
			S_WRITE_ADDR2:
				begin
					cmd_valid <= 1'b1;
					cmd <= WRITE;
					addr <= ADDRESS2;
				end
			S_WRITE_DATA2_1:
				begin
					write_data <= DATA2_1;
				end
			S_WRITE_DATA2_2:
				begin
					write_data <= DATA2_2;
				end
			S_READ1:
				begin
					cmd_valid <= 1'b1;
					cmd <= READ;
					addr <= ADDRESS1;
				end
			S_READ2:
				begin
					cmd_valid <= 1'b1;
					cmd <= READ;
					addr <= ADDRESS2;
				end
		endcase
	end
endmodule

===== run.sh =====
#!/bin/bash
# OpenROAD 26Q1-2900-gdf79404cd8, Yosys 0.63+post, stock flow scripts
make -C /OpenROAD-flow-scripts/flow DESIGN_CONFIG=/design/flow/config.mk WORK_HOME=/design/flow/orfs finish

===== config.mk =====
export PLATFORM = sky130hd
export DESIGN_NAME = ddr3_data_exercise_sm
export DESIGN_NICKNAME = ddr3_data_exercise_sm
export VERILOG_FILES = /design/flow/design.v
export SDC_FILE = /design/flow/constraint.sdc
export NUM_CORES = 4
export LEC_CHECK = 1
export CORE_AREA = 10 10 109 109
export DIE_AREA = 0 0 119 119

===== constraint.sdc =====
current_design ddr3_data_exercise_sm

set clk_period 2.6
set clk_io_pct 0.2

create_clock -name clk0 -period $clk_period [get_ports {clk}]

set non_clock_inputs [all_inputs -no_clocks]
set_input_delay [expr $clk_period * $clk_io_pct] -clock clk0 $non_clock_inputs
set_output_delay [expr $clk_period * $clk_io_pct] -clock clk0 [all_outputs]

==> out/qor.yml <==
pwr:
  p_per_area_nw_per_um2: 799
  p_leak_nw: 1.21
  ir_worst_vdd_v: 0.000370
synthesis:
  yosysWarnings: 1
  ys_chip_area_um2: 2090
  ff_type: "dfrtp_1"
  yosys.cell_types.count: 43
  edf_count: 0
  synth_seq_share_pct: 33.7
  syn-instance-count: 232
  ys_ff: 28
  synth.avg_cell_area_um2: 8.99
  syn-cell-area_um2: 2090
  async_flop_share_pct: 100
  yosys_cells: 232
global_route:
  antenna_found_initial: 1
  grt_first_pass_wirelength_um: 7800
  grt_max_degree: 21
  grt_pass1_vias: 1514
  grt_remaining_overflow: 0
  grt_usage_pct: 6.37
critical_path:
  crit_top_cell: "or4_4"
  start_kind: "input pin"
  end_kind: "flop"
  critical_path_required_ns: 2.76
  crit_arrival_ns: 2.67
  cp_slowest_cell: "or4_4"
  cp_max_fo: 3
  crit_type: "input pin to flop"
  critical_path.cell_chain: "clkdlybuf4s50_1, a21o_1, or3_4, or4_4, or4_4, o31ai_4, o22ai_1"
  cpPeakStageDelay_ns: 0.54
  rrSetupSlack_ns: 0.32
place:
  routabilityCongestion: 0.817
  preCtsSetupSlack_ns: -0.214
  port_buffers: 76
  dp_hpwl_um: 4040
cts:
  htreeDepth: 1
  clk_pin_slew_ns: 0.10
  post_cts.repair.setup_buffers: 0
  clock_path_buffers: 2
  clk-insertion-delay-late_ns: 0.27
  hold_buffers: 0
  cts.root.buffer_cell: "clkbuf_8"
  cts.sinks: 28
  cts_tree: "built"
  cts_made_buffers: 3
detailed_routing:
  drc: 0
  first_pass_iters: 4
  viasPerCell: 3.74
  drt_iter0_drc: 48
  route.vias.total: 1533
  wl_um: 4880
  wire_per_inst_um: 11.9
  final_antenna_net_count: 0
timing:
  fmax_mhz: 399
  rsz0062_at_grt: "false"
  min_period_ns: 2.51
  setup_slack_ns: 0.0928
  setup_viol: 0
  hold_viol_final: 0
  holdWs_ns: 0.410
  report.final.slew_viol_count: 0
  skew_ns: 0.00258
  fin_crit_sh_pct: 96.4
floorplanning:
  core_util_floorplan_pct: 21.6
  core_region_area_um2: 9640
  die_w_um: 119
  num_io_pins: 178
  die_h_um: 119
  dieArea_um2: 14200
  rows: 36
min_path:
  min_path_type: "flop to flop"
final_layout:
  layout_top_cells: "75 x clkdlybuf4s50_1, 36 x conb_1, 32 x buf_4"
  final_util_pct: 28.3
  area_growth_pct: 30.8
  layout-drive-gt1-share_pct: 17.4
  mostFrequentLayoutCell: "clkdlybuf4s50_1"
run:
  log.warning_count: 90
  maxCapViolations: 0
run_status:
  status: "completed"
==> layer usage <==
layer | wire length, µm | track usage, % | vias up
met5 | 0 | 0 | -
met4 | 14 | 0.153 | 0
met3 | 511 | 3.02 | 2
met2 | 2110 | 9.51 | 73
met1 | 2240 | 8.73 | 716
li1 | - | - | 742
==> worst max-delay path, delay by kind of cell <==
family | cells | cell delay (ns)
AND/OR/NAND/NOR | 3 | 1.34
buffers and inverters | 1 | 0.44
AND-OR/OR-AND | 3 | 0.37
==> what timing repair did <==
| action | in CTS | in global routing |
|---|---|---|
| endpoints found under the hold margin | 0 | 0 |
| endpoints found under the setup margin | 0 | 3 |
| gates resized | 0 | 1 |
==> power breakdown <==
| part | internal (W) | switching (W) |
|---|---|---|
| Clock | 0.000206 | 0.000139 |
| Sequential | 0.000514 | 0.000137 |
| Combinational | 0.000890 | 0.000294 |
| Total | 0.00161 | 0.000571 |
==> Yosys cell counts, drive strengths merged (4+ instances only) <==
cell type   n  area [µm²]
clkbuf      4        15.0
inv         8        30.0
or4         5        41.3
nand4       4        25.0
a21oi       6        30.0
o21ai      10        50.1
nand2       9        33.8
nor3        9        45.0
buf        99         751
nor2       10        37.5
dfrtp      27         676
==> kinds of logic after synthesis <==
| kind of cell | Yosys count | synth area share (%) |
|---|---|---|
| DFF | 28 | 33.7 |
| muxes | 4 | 2.10 |
| other | 2 | 0.360 |
| AOI/OAI and AO/OA | 34 | 10.8 |
| xor gates and xnor gates | 1 | 0.420 |
| and+or+nand+nor | 51 | 14.3 |
| buffers and inverters | 112 | 38.3 |
==> final timing paths <==
kind,start,to,depth (start not counted)
worst max-delay path,read_data_valid,write_data[60],7
worst min-delay path,state[11],state[6],0
worst max register to register,state[2],write_data[60],6
worst min register to register,state[11],state[6],0
max in group asynchronous,rst,state[0],3
min in group asynchronous,rst,cmd[1],2
==> stage by stage <==
step	power (W)	setup TNS, ns	area, µm²	cells
after global routing	0.00236	0	2730	410
after floorplan	0.00137	0	2230	266
after CTS	0.00224	0	2720	409
after detailed placement	0.00188	-1.06	2650	405
final	0.00218	0	2730	410
after global placement	0.00186	-1.09	2650	405
==> cell type report <==
class,instances,area (µm²)
antenna,1,2.50
clock inverter,1,30.0
tap,133,166
multi-input combinational,126,729
inverter,9,33.8
fill,1025,6910
timing repair buffer,109,1020
clock buffer,3,41.3
sequential,28,702
Power figures rest on the tool's default switching activity, not on a simulated workload.
